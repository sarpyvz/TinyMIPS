==> flow/design.v <==
`timescale 1ns / 1ps
module TinyMIPS(clk, rst, data_fromRAM, wrEn, addr_toRAM, data_toRAM);
	input clk, rst;
	output reg wrEn;
	input [15:0] data_fromRAM;
	output reg [15:0] data_toRAM;
	output reg [7:0] addr_toRAM;
	reg [2:0] st, stN;
	reg [7:0] PC, PCN;
	reg [15:0] IW, IWN;
	reg [15:0] T1, T1N, T2, T2N;
	reg [15:0] RF [7:0];
	always @(posedge clk) begin
		st <= stN;
		PC <= PCN;
		IW <= IWN;
		T1 <= T1N;
		T2 <= T2N;
	end
	always @ * begin
		if (rst) begin
			stN = 3'd0;
			PCN = 8'd0;
		end
		else begin
			wrEn = 1'b0;
			PCN = PC;
			IWN = IW;
			stN = 3'dx;
			addr_toRAM = 8'hX;
			data_toRAM = 16'hX;
			T1N = 16'hX;
			T2N = 16'hX;
			case (st)
				3'd0: begin  
					addr_toRAM = PC;
					stN = 3'd1;
				end
				3'd1: begin  
					IWN = data_fromRAM;
					if(data_fromRAM[15:12] == 4'b0000) begin  
						T1N = RF[data_fromRAM[8:6]];
						stN = 3'd2;
					end
					else if(data_fromRAM[15:12] == 4'b0001) begin  
						T1N = RF[data_fromRAM[8:6]];
						stN = 3'd2;
					end
					else if(data_fromRAM[15:12] == 4'b0111) begin  
						RF[data_fromRAM[11:9]] = {7'd0,data_fromRAM[8:0]};
						PCN = PC + 8'd1;
						stN = 3'd0;
					end
					else if(data_fromRAM[15:12] == 4'b1001) begin  
						T1N = RF[data_fromRAM[11:9]];
						stN = 3'd2;
					end
                  	else if(data_fromRAM[15:12] == 4'b0010) begin  
                  		T1N = RF[data_fromRAM[8:6]];
                    	stN = 3'd2;
                  	end
                  	else if(data_fromRAM[15:12] == 4'b0011)begin  
                    	T1N = RF[data_fromRAM[8:6]];
                    	stN = 3'd2;
                 	 end
                  	else if ( data_fromRAM[15:12] == 4'b0100)begin  
						T1N = RF[data_fromRAM[8:6]];
						stN = 3'd2;
                  	end
                  	else if (data_fromRAM[15:12] == 4'b0101) begin  
						T1N = RF[data_fromRAM[8:6]];
						stN = 3'd2;
                  	end
                    else if (data_fromRAM[15:12] == 4'b0110) begin  
                    	T1N = RF[data_fromRAM[8:6]];
						stN = 3'd2;
                  	end
                    else if (data_fromRAM[15:12] == 4'b1000) begin  
                        T1N = RF[data_fromRAM[11:9]];
                      	stN = 3'd2;
                  	end
                   else if (data_fromRAM[15:12] == 4'b1010) begin  
                        T1N = RF[data_fromRAM[11:9]];
                     	stN = 3'd2;
                  	end   	
				end
				3'd2: begin  
					if (IW[15:12]==4'b0000) begin  
						T1N = T1;
						T2N = RF[IW[5:3]];
						stN = 3'd3;
					end
					else if (IW[15:12]==4'b0001) begin  
						RF[IW[11:9]] = T1 + {{2{IW[5]}}, IW[5:0]};
						PCN = PC + 8'd1;
						stN = 3'd0;
					end
					else if(IW[15:12] == 4'b1001) begin  
						T2N = RF[IW[8:6]];
						T1N = T1;
						stN = 3'd3;
					end
                  	else if (IW[15:12] == 4'b0010) begin  
                      	T1N = T1;
                      	T2N = RF[IW[5:3]];
						stN = 3'd3;
                    end
                  	else if (IW[15:12] == 4'b0011) begin  
                      	T2N = RF[IW[5:3]];
                      	T1N = T1;
                      	stN =3'd3;
                    end
                  	else if (IW[15:12] == 4'b0100) begin  
                      	T2N = T1 + IW[5:0];
                      	T1N = T1;
                      	stN = 3'd3;
                    end
                  	else if (IW[15:12] == 4'b0101)begin  
                      	T2N = T1 + IW[5:0];
                      	T1N = T1;
                      	stN = 3'd3;
                    end
                  	else if (IW[15:12]  == 4'b0110 )begin  
                        RF[IW[11:9]]  = T1;
                        PCN = PC + 8'd1;
                      	stN = 3'd0;
                  	end
                  	else if (IW[15:12]  == 4'b1000)begin  
                      	T2N = RF[IW[8:6]];
                      	T1N = T1;
                      	stN = 3'd3;
                    end
                  	else if (IW[15:12] == 4'b1010)begin  
                      	T2N = RF[IW[8:6]];
                      	T1N = T1;
                      	stN = 3'd3;
                    end
                end
				3'd3: begin  
					if (IW[15:12]==4'b0000) begin  
						RF[IW[11:9]] = T1 + T2;
						PCN = PC + 8'd1;
						stN = 3'd0;
					end
					else if (IW[15:12]==4'b1001) begin  
						PCN = (T1 < T2) ? (PC + {{2{IW[5]}}, IW[5:0]}) : (PC + 8'd1); 
						stN = 3'd0;
					end
                  	else if(IW[15:12] == 4'b0010) begin  
                      RF[IW[11:9]] = T1 * T2;
                      PCN = PC + 8'd1;
                      stN = 3'd0;
                    end
                  	else if(IW[15:12] == 4'b0011) begin	 
                      RF[IW[11:9]] = ( T2 < 32 ) ? (T1 >> T2) : (T1 << (T2-32));
					  PCN = PC + 8'd1;
                      stN = 3'd0;
                    end
                 	else if(IW[15:12] == 4'b0100) begin	 
                      RF[IW[11:9]] = data_fromRAM[T2];
                      PCN = PC + 8'd1;
					  addr_toRAM = T2;
                      stN = 3'd0;
                    end
                  	else if(IW[15:12] == 4'b0101) begin	 
                      data_toRAM[T2] = RF[IW[11:9]];
                      PCN = PC + 8'd1;
                      addr_toRAM = T2;
                      stN = 3'd0;
                    end
                  	else if(IW[15:12] == 4'b1000) begin	 
                      PCN = (T1 == T2) ? (PC + {{2{IW[5]}}, IW[5:0]}): (PC + 8'd1);
                      stN = 3'd0;
                    end
                  	else if(IW[15:12] == 4'b1010) begin	 
                      PCN = (T1 > T2) ? (PC + {{2{IW[5]}}, IW[5:0]}): (PC + 8'd1);
                      stN = 3'd0;
                    end
    			end
			endcase
		end  
	end  
endmodule
module blram(clk, rst, we, addr, din, dout);
	parameter SIZE = 8, DEPTH = 2**SIZE;
	input clk;
	input rst;
	input we;
	input [SIZE-1:0] addr;
	input [15:0] din;
	output reg [15:0] dout;
	reg [15:0] mem [DEPTH-1:0];
	always @(posedge clk) begin
		dout <= mem[addr[SIZE-1:0]];
		if (we)
			mem[addr[SIZE-1:0]] <= din;
	end
endmodule
==> flow/run.sh <==
#!/bin/bash
# OpenROAD 26Q1-2900-gdf79404cd8, Yosys 0.63+post, stock flow scripts
make -C /OpenROAD-flow-scripts/flow DESIGN_CONFIG=/design/flow/config.mk WORK_HOME=/design/flow/orfs finish
==> flow/config.mk <==
export PLATFORM = sky130hd
export DESIGN_NAME = TinyMIPS
export DESIGN_NICKNAME = TinyMIPS
export VERILOG_FILES = /design/flow/design.v
export SDC_FILE = /design/flow/constraint.sdc
export NUM_CORES = 4
export LEC_CHECK = 1
export CORE_UTILIZATION = 40
==> flow/constraint.sdc <==
current_design TinyMIPS

set clk_period 7.0
set clk_io_pct 0.2

create_clock -name clk0 -period $clk_period [get_ports {clk}]

set non_clock_inputs [all_inputs -no_clocks]
set_input_delay [expr $clk_period * $clk_io_pct] -clock clk0 $non_clock_inputs
set_output_delay [expr $clk_period * $clk_io_pct] -clock clk0 [all_outputs]
==> out/metrics.cfg <==
[sta]
fin_skew_ns = 0.00817
period_used_share = 0.549
maxSlewViolCount = 0
setup_viol = 0
slew_headroom = 0.387
worst_pin_slew_ns = 0.913
rsz0062_at_grt = false
max_freq_ghz = 0.260
min_period_ns = 3.84
unclocked_pins = 185
hold_viol = 0
tns_ns = 0
untimed_endpoints = 257
fin_ws_ns = 3.16
hold_slack_ns = 0.471

[worst_hold_path]
worstHoldPathType = reg2reg

[layout]
flop_area_um2 = 3990
nFillCells = 4275
combGateArea_um2 = 12400
syn2layout_area_growth_pct = 6.33
drive_above_1_share = 0.0917
instances_no_fill = 2713
fin_area_um2 = 18800

[clock_tree]
path_clk_slew_ns = 0.07
post_cts_buffers = 0
cts_max_path_buffers = 2
cts_buffers = 9
cts_max_level = 3
clock_latency_ns = 0.34
cts_tree = done
hold_buffers = 0
cts_resized = 0
clockRootBuffer = clkbuf_16

[synth]
yosys_register_bits = 245
syn_area_um2 = 17700
ys_cells = 2181
postSynthAreaPerCell_um2 = 8.11
synthArstFlopShare = 0
ys_warn_count = 2
flop_cell = dlxtn_1
ys_chip_area_um2 = 17700
synthCells = 2181
edf_count = 0
synth_cell_type_count = 81

[worst_setup_path]
crit_slowest_cell = o21ai_2
worstReg2RegStart = T2[3]$_DFF_P_
reg2reg_to = PC[7]$_SDFFE_PP0P_
worstPathMaxFanout = 41
cp.arrival_ns = 4.06
cp-start-kind = flop
crit_path_start = T2[3]$_DFF_P_
crit_type = reg2reg
crit_chain = buf_4 -> clkinv_1 -> ha_1 -> a21o_1 -> a211o_1 -> o221ai_1 -> a32o_2 -> nor3_4 -> o21ai_2 -> mux2i_1 -> xnor2_1 -> nor2_1
cp-endpoint = PC[7]$_SDFFE_PP0P_
cp-end-kind = flop
rr_worst_depth = 12
cp.required_ns = 7.21
reg2reg_setup_slack_ns = 3.16
slowest_delay_ns = 0.50

[placed_design]
gp_congestion = 1.00
dp_slack_ns = 3.16
postPlaceCellArea_um2 = 18500
dp.cells = 2696
dpl.hpwl_mm = 45.8
io_buffers = 41

[outcome]
outcome = completed

[drt]
vias_per_cell = 6.06
wl_per_cell_um = 24.0
drt-total-wl_mm = 65.1
drtAntennaViolNets = 0
drc = 0
dr_wl_met3_mm = 6.96
m1WireLength_mm = 27.0
first_pass_iters = 6
drt_iter0_markers = 1724
num_vias = 16400
route.met2.wl_mm = 29.0
top_layer_used = met5

[grt]
grt_pass1_wl_mm = 97.7
antenna_found_initial = 3
grt_pass1_vias = 15600
grt_max_degree = 72
overflow = 0
track_usage = 0.300

[pwr]
p_leak_nw = 7.91
power_density_nw_per_um2 = 186
ir_drop_mv = 0.402

[floorplan]
io_pins = 43
die_y_um = 212
die_w_um = 212
fp_util = 0.408
dieArea_um2 = 45100
placementRows = 76
core-area_um2 = 43400

[job]
cap_violations = 0
warning_count = 40

==> report_power, final <==
part / internal (mW) / switching [mW] / leakage, nW
Combinational: 0.976 / 1.52 / 5.81
Clock: 0.249 / 0.192 / 0.135
Sequential: 0.463 / 0.0908 / 1.96
==> area by class of cell <==
cell class                      count  area share
Clock inverter                      6     0.00206
Timing Repair Buffer               95      0.0421
Tap cell                          585      0.0389
Sequential cell                   245       0.212
Antenna cell                        1    0.000133
Clock buffer                       10      0.0127
Multi-Input combinational cell   1596       0.657
Inverter                          175      0.0349
==> flip-flops by register name, indices dropped and copies added, names as in the netlist <==
register,cells
data_toRAM,1
T1,16
addr_toRAM,8
T2,16
PC,8
RF,128
T1N,16
st,4
IW,16
IWN,16
T2N,16
==> cell usage in the layout (no fill, tap or decap), drive strengths merged, types with 35 or more instances in the layout <==
master,instances
clkdlybuf4s50,36
buf,59
nor3,41
mux2,49
and2,45
nand3,35
nor2,185
o21ai,149
mux4,50
dfxtp,60
xnor2,55
inv,172
dlxtn,185
ha,96
fa,83
mux2i,70
nand2,206
a21oi,150
==> stage by stage <==
stage | power (mW) | utilization
floorplan | 2.25 | -
global placement | 3.04 | 0.427
detailed placement | 3.06 | 0.427
CTS | 3.52 | 0.434
global route | 3.82 | 0.434
finish | 3.50 | 0.434
==> per-layer routing <==
layer	up-vias	GRT usage
met2	925	0.454
met3	143	0.0908
met5	-	0.00890
met1	7821	0.429
met4	6	0.0757
li1	7544	-
==> synthesized netlist by cell type (17+ instances only) <==
cell | n | area share
nand2_1 | 206 | 0.044
dlxtn_1 | 185 | 0.16
nor2_1 | 185 | 0.039
inv_1 | 170 | 0.036
a21oi_1 | 150 | 0.042
o21ai_0 | 137 | 0.039
clkbuf_1 | 110 | 0.023
ha_1 | 96 | 0.068
fa_1 | 83 | 0.094
mux2i_1 | 70 | 0.040
dfxtp_1 | 60 | 0.068
xnor2_1 | 55 | 0.027
mux4_2 | 50 | 0.064
mux2_2 | 49 | 0.031
and2_1 | 45 | 0.016
nor3_1 | 39 | 0.011
nand3_1 | 35 | 0.0099
a221oi_1 | 31 | 0.015
a22oi_1 | 31 | 0.013
a211oi_1 | 30 | 0.013
xor2_1 | 26 | 0.013
buf_1 | 25 | 0.0053
o22ai_1 | 23 | 0.0081
nor2b_1 | 21 | 0.0074
nand2b_1 | 20 | 0.0071
a22o_1 | 18 | 0.0089
a31oi_1 | 18 | 0.0064
buf_4 | 17 | 0.0072
==> critical path, delay by kind of cell (launching register included) <==
kind            cells  cell delay (ns)
compound gates      5             1.57
buf+inv             2             0.80
fa+ha+maj           1             0.48
flops               1             0.30
mux                 1             0.29
simple gates        2             0.13
xor+xnor            1             0.13
==> logic make-up (layout without fill, tap and decap cells) <==
kind of cell	after synthesis	after routing	synth area share
simple gates	598	598	0.153
buf+inv	340	286	0.0767
fa+ha+maj	179	179	0.162
other cells	1	2	0.000212
compound gates	567	567	0.207
mux	169	169	0.135
flops	60	60	0.0679
xor+xnor	82	82	0.0414
latches	185	185	0.157
==> worst min path at each step <==
stage,from,endpoint,depth (start not counted)
CTS,st[0]$_DFF_P_,st[2]$_DFF_P_,1
global route,st[0]$_DFF_P_,st[2]$_DFF_P_,1
finish,st[0]$_DFF_P_,st[2]$_DFF_P_,1
No activity file was given, so power comes from the tool's default toggle rates.
